--- /design/flow/constraint.sdc ---
current_design regfile

set clk_period 10.0
set clk_io_pct 0.2

create_clock -name clk0 -period $clk_period [get_ports {clk}]

set non_clock_inputs [all_inputs -no_clocks]
set_input_delay [expr $clk_period * $clk_io_pct] -clock clk0 $non_clock_inputs
set_output_delay [expr $clk_period * $clk_io_pct] -clock clk0 [all_outputs]
--- /design/flow/run.sh ---
#!/bin/bash
# OpenROAD 26Q1-2900-gdf79404cd8, Yosys 0.63+post, stock flow scripts
make -C /OpenROAD-flow-scripts/flow DESIGN_CONFIG=/design/flow/config.mk WORK_HOME=/design/flow/orfs finish
--- /design/flow/design.v ---
module regfile(clk,rA,rB,w,rw,WE,A,B);
    input clk;
    input [4:0]rA;
    input [4:0]rB;
    input [31:0]w;
    input [4:0]rw;
    input WE;
    output reg [31:0]A;
    output reg [31:0]B;
    reg [31:0]memory[31:0];;
    always @(posedge clk) begin 
        memory[0]=0;
        if(WE==1)begin 
             memory[rw]=w;
        end
    end
    always @(*) begin
         A=memory[rA];
         B=memory[rB];
    end
endmodule
--- /design/flow/config.mk ---
export PLATFORM = sky130hd
export DESIGN_NAME = regfile
export DESIGN_NICKNAME = regfile
export VERILOG_FILES = /design/flow/design.v
export SDC_FILE = /design/flow/constraint.sdc
export NUM_CORES = 4
export LEC_CHECK = 1
export CORE_UTILIZATION = 40
==> results.json <==
{
  "synthAoiAreaFrac": 0.0806,
  "post_cts.repair.setup_buffers": 0,
  "clkPwrFrac": 0.398,
  "worst-endpoint-arrival_ns": 5.36,
  "worstHoldPathType": "in2reg",
  "vias_per_cell": 5.91,
  "startpoint_type": "input pin",
  "yosys_warnings": 1,
  "vias": 30822,
  "min_period_ns": 7.36,
  "wl_per_cell_um": 29.0,
  "fp-row-count": 127,
  "combPwrFrac": 0.093,
  "ctsHoldBuffers": 0,
  "ys_seq_frac": 0.625,
  "netlist.area_leader.share": 0.612,
  "path_buffers": 4,
  "drive_above_1_share": 0.0907,
  "ys_types": 27,
  "tool_warnings": 26,
  "fin_setup_tns_ns": 0,
  "io_pins": 113,
  "crit_chain": "clkdlybuf4s50_1 -> nor2b_4 -> buf_4 -> buf_4 -> a22o_1 -> nor3_1 -> a31oi_1 -> nand3_1 -> clkdlybuf4s50_1",
  "ant_nets": 0,
  "fp.dieArea_sq_mm": 0.123,
  "synth_area_leader_cell": "edfxtp_1",
  "outcome": "finished clean",
  "drc_errors": 0,
  "final-hold-violation-count": 0,
  "lay_top_count": "mux2i_1",
  "leakage_nw": 20.1,
  "maxCapViolCount": 0,
  "final_layout_top_logic_cells": "1024 x mux2i_1, 992 x edfxtp_1, 194 x nand3_1",
  "grt_pass1_wl_um": 215000,
  "endpoint": "B[9]",
  "p_int_w": 0.00721,
  "dr.first_iter.drc_count": 1800,
  "largest_register_ffs": 1024,
  "endpoint_kind": "primary output",
  "path_class": "in2out",
  "yosys-stat-area_sq_mm": 0.0487,
  "routed_wl_um": 151000,
  "synthMuxAreaShare": 0.211,
  "syn-cell-area_sq_mm": 0.0487,
  "cts.sinks": 1024,
  "die_h_um": 351,
  "track_usage": 0.263,
  "cp_num_cells": 9,
  "setup.worst_path.start": "rB[2]",
  "cts_root_buffer": "clkbuf_16",
  "fin_area_sq_mm": 0.0549,
  "grt_pass1_vias": 31429,
  "top_logic_kind": "multiplexers",
  "h-tree-depth": 3,
  "path_clk_slew_ns": 0.06,
  "pre_cts_slack_ns": 2.66,
  "powerDensity_mw_per_mm2": 171,
  "grt_max_degree": 92,
  "yosysCellCount": 3421,
  "dp_hpwl_um": 83300,
  "p_sw_w": 0.00218,
  "core_sq_mm": 0.120,
  "required_ns": 8.00,
  "grt_overflow_total": 0,
  "cts_buffers": 107,
  "min_period_over_period": 0.736,
  "synthSimpleGateAreaFrac": 0.0514,
  "setup-violations-final": 0,
  "die_x_um": 351,
  "fp_util": 0.404,
  "synth-adder-area-share": 0,
  "io_buffers": 112,
  "synthXorXnorAreaFrac": 0,
  "place_area_sq_mm": 0.0517,
  "slowest_delay_ns": 0.68,
  "rsz0062_at_grt": "no",
  "fmax_mhz": 136,
  "syn_to_final_growth_pct": 12.9,
  "layout_setup_ws_ns": 2.64,
  "ys_ff": 1024,
  "drv_slew": 0,
  "syn_inst": 3421,
  "drt_first_pass_iters": 5,
  "cts.path.max_buffers": 3,
  "tightest_slew_ns": 1.00,
  "antenna_found_initial": 14,
  "crit_fanout": 37,
  "gp_congestion": 0.872,
  "swShare": 0.232,
  "ir_worst_vdd_uv": 127,
  "top_cells_by_area": "edfxtp_1 61%, mux2i_1 21%, a22oi_1 3.0%",
  "slew_headroom": 0.330,
  "cpMaxStageDelayCell": "clkdlybuf4s50_1",
  "syn_avg_cell_area_sq_um": 14.2,
  "path_delay_family": "buffers and inverters",
  "cts_resized": 0,
  "cts_tree": "built",
  "p_seq_frac": 0.508
}
==> metal layers <==
layer	routed length [um]	share of wire	global-route usage	vias up
met1	54900	0.36	0.336	15225
met2	69900	0.46	0.395	1600
li1	-	-	-	13653
met3	21600	0.14	0.158	320
met4	4710	0.031	0.0637	24
met5	265	0.0018	0.00903	-
==> per-stage QoR <==
step | util | instances | hold slack [ns] | total power [W]
finish | 0.457 | 5217 | 2.15 | 0.00940
CTS | 0.457 | 5216 | 2.11 | 0.00945
global placement | 0.429 | 5018 | 2.83 | 0.00573
detailed placement | 0.429 | 5018 | 2.83 | 0.00574
global route | 0.457 | 5216 | 2.15 | 0.00967
floorplan | - | 3421 | 2.10 | 0.00536
==> cell type report <==
type / count / area (sq um)
Fill cell: 10406 / 65400
Multi-Input combinational cell: 2141 / 17000
Clock inverter: 44 / 305
Timing Repair Buffer: 241 / 2240
Antenna cell: 1 / 2.50
Clock buffer: 154 / 2970
Tap cell: 1612 / 2020
Sequential cell: 1024 / 30400
==> worst min path at each step <==
stage          from             end  slack [ns]  depth (start not counted)
CTS           w[16]  memory[26][16]        2.11                          2
global route  w[14]  memory[24][14]        2.15                          2
finish        w[14]  memory[24][14]        2.15                          2
==> cells by family (layout without fill, tap and decap cells) <==
logic type      after synthesis  count (layout)
flops                      1024            1024
simple gates                541             541
other cells                   0               1
mux                        1024            1024
compound gates              576             576
buf+inv                     256             439
==> Yosys cell counts, drive strengths merged <==
cell type,number
a21oi,192
a22o,128
a22oi,192
a31oi,64
and2,34
buf,171
clkbuf,85
dfxtp,32
edfxtp,992
mux2i,1024
nand2,195
nand2b,4
nand3,194
nand3b,5
nor2,35
nor2b,4
nor3,64
or2,2
or3,1
or3b,3
==> power groups by stage <==
stage	combinational, W	clock, W	sequential, W
after CTS	0.000873	0.00380	0.00477
after global routing	0.000931	0.00396	0.00478
final	0.000878	0.00374	0.00477
No activity file was given, so power comes from the tool's default toggle rates.
