File: design/flow/design.v
module regFile
	#(parameter reg_num = 32, reg_addrwidth = 5, reg_dwidth = 32)
(rst_n, clk, rd_num1, rd_num2, rd_data1, rd_data2, wr_num, wr_data, wr_en);
	input clk, rst_n;
	input [reg_addrwidth-1:0] rd_num1, rd_num2;
	output [reg_dwidth-1:0] rd_data1, rd_data2;
	input [reg_addrwidth-1:0] wr_num;
	input [reg_dwidth-1:0] wr_data;
	input wr_en;
	reg [reg_dwidth-1:0] registers [0:reg_num-1];
	assign rd_data1 = registers[rd_num1];
	assign rd_data2 = registers[rd_num2];
	always@(negedge clk or negedge rst_n) begin : write_to_reg
		integer i;
		if(!rst_n) begin	 
			for(i=0; i<reg_num; i=i+1)
				registers[i] <= 0;
		end else begin
			if(wr_en) begin
				if(wr_num == 0)
					registers[wr_num] <= 0;
				else
					registers[wr_num] <= wr_data;
			end else
				registers[wr_num] <= registers[wr_num];
		end
	end
endmodule
File: design/flow/run.sh
#!/bin/bash
# OpenROAD 26Q1-2900-gdf79404cd8, Yosys 0.63+post, stock flow scripts
make -C /OpenROAD-flow-scripts/flow DESIGN_CONFIG=/design/flow/config.mk WORK_HOME=/design/flow/orfs finish
File: design/flow/config.mk
export PLATFORM = sky130hd
export DESIGN_NAME = regFile
export DESIGN_NICKNAME = regFile
export VERILOG_FILES = /design/flow/design.v
export SDC_FILE = /design/flow/constraint.sdc
export NUM_CORES = 4
export LEC_CHECK = 1
export CORE_UTILIZATION = 30
File: design/flow/constraint.sdc
current_design regFile

set clk_period 6.9
set clk_io_pct 0.2

create_clock -name clk0 -period $clk_period [get_ports {clk}]

set non_clock_inputs [all_inputs -no_clocks]
set_input_delay [expr $clk_period * $clk_io_pct] -clock clk0 $non_clock_inputs
set_output_delay [expr $clk_period * $clk_io_pct] -clock clk0 [all_outputs]
==> run summary <==
The run has ended; figures from its reports follow.

The count of pins over their slew limit is 0. dfrtn_1 takes more of the synthesized area than any other cell. The die extent in x came out at 441 um. 114 I/O pins were placed. The measured slew at the worst slew-check pin is 1.11 ns. The clock network latency to the later pin of the worst-skew pair is 0.75 ns.

The via count of the first global-routing pass came out at 65,800. In the post-route report, total wirelength is listed as 461,000 um. Yosys instantiated no cell more often than a22oi_1. The critical path data required time came out at 5.52 ns. The number of sinks handled by clock tree synthesis came out at 1,024. The critical path arrival came out at 5.92 ns.

The initial antenna violation count is 35. Setup violations remaining at the end of the flow were counted as 124. The average instance in the mapped netlist occupies 8.69 sq um. Counting instances in the post-synthesis netlist gives the leading cell types as a22oi_1 (1,061), dfrtn_1 (1,024), nand2_1 (799), nor2_1 (781), a31oi_1 (573).

The checks that failed: setup timing. The post-route clock skew is 0.0392 ns. The main area contributors are dfrtn_1 (44%), a22oi_1 (14%), a31oi_1 (6.2%).

The maximum count of clock buffers along a single path came out at 3. The power density relative to cell area is 284 nW/um^2. The global router's overall resource usage is 48.5%.

The maximum number of pins on one net before global-route repair came out at 91. Dividing the detail-routed via count by the number of cells gives 6.90. The post-synthesis instance area is 57,900 sq um. The estimated wirelength of the detail-placed design came out at 308,000 um. Per the slew report, the remaining headroom to the max-slew limit stands at 25.5%. During placement, the flow inserted port buffers numbering 113. In the synthesized netlist the dominant register cell turns out to be dfrtn_1.

The count of cell types in the netlist came out at 79. The vertical die size is 441 um. The global route total overflow is 0. The number of routed nets with antenna violations came out at 0. The area share of the leading cell type in the synthesized netlist came out at 44.3%. The residual DRC count is 0.

Per the detail_route report, the via count comes to 69,700. The post-synth area from yosys stat came out at 57,900 sq um. The clock transition time at the flip-flop clock pins of the worst setup and hold paths came out at 0.05 ns. The average routed wire per standard cell came out at 45.7 um. Setup repair after global routing could not meet its margin everywhere. The number of cells reported by Yosys stat comes to 6,658. The final RePlAce weighted congestion came out at 1.08. The total power of the final layout is 22.5 mW. The maximum resistive drop on vdd is 231 uV. The synthesis-to-layout area growth came out at 36.8%. The number of flip-flops in the largest register is 1,024. The share of synthesized registers carrying an async set or reset came out at 100%. The worst path setup slack after routing came out at -0.398 ns. The synthesized instance count is 6,658. After synthesis the netlist holds a flip-flop and latch count of 1,024. The number of clock buffers added by TritonCTS is 121. The number of DRC markers in iteration 0 came out at 9,015. Ranked by flip-flop count, first place goes to registers. STA lists the maximum fanout along the critical path as 2. The worst setup path is captured at a primary output. In the final layout, the registers with the most flip-flops are registers x1024.

The path type of the worst min-delay path is register to register. The share of the core area taken by cells at floorplan is 30.3%. The final hold violation count came out at 0. The core outline area is 191,000 sq um. The critical setup path kind is register to primary output. The number of warnings the tools reported is 29. The max-cap violation count came out at 0.

Yosys mapped a number of flops with a built-in enable equal to 0. The number of H-tree levels is 3. The share of layout cells above drive strength 1 is 28.1%. The root buffer cell chosen for the clock tree is clkbuf_16. Per Yosys stat, the portion of area used by sequential elements is 44.3%. The wire length of the first global-routing pass came out at 611,000 um. The flow ran to the end, but the final reports show violations. TritonCTS built the clock tree. The leakage power is 33.5 nW.

The floorplan row count is 160. Before antenna repair, the detailed router went through 8 iterations. The synthesis report lists the Yosys warning total as 2. The startpoint type of the worst setup path is a register.

The worst setup slack before clock tree synthesis is -0.997 ns. Per the OpenROAD floorplan log, the area of the die is 195,000 sq um.
[power by group]
part           leakage [nW]  internal (mW)  switching [mW]
sequential             12.7           7.52            2.01
clock                  2.13           4.29            2.92
combinational          18.7           2.48            3.28
[cell usage in the layout, fill, tap and decap left out, drive strengths merged, types with 8 or more instances in the layout]
cell / netlist / final
o41ai: 10 / 10
a22o: 42 / 42
mux2i: 127 / 127
o22ai: 47 / 47
a32oi: 18 / 18
nor4: 50 / 50
a2111oi: 48 / 48
a31oi: 573 / 573
o21ai: 467 / 467
nor2: 784 / 784
o31ai: 26 / 26
nand4: 147 / 147
dfrtn: 1024 / 1024
nand3b: 29 / 29
inv: 18 / 21
nand2: 799 / 799
a21oi: 133 / 133
nor3b: 16 / 16
and2: 38 / 38
a222oi: 32 / 32
nand3: 101 / 101
a221oi: 16 / 16
nor3: 62 / 62
clkinv: 0 / 26
a22oi: 1061 / 1061
a211oi: 8 / 8
o2111ai: 8 / 8
nor2b: 19 / 19
or3b: 15 / 15
clkdlybuf4s50: 0 / 37
buf: 180 / 1317
bufinv: 0 / 21
nand2b: 19 / 19
diode: 0 / 52
clkbuf: 529 / 173
and3: 115 / 115
[kinds of logic (layout without fill, tap and decap cells)]
logic type      Yosys count  after routing  share of synthesized area [%]
compound gates         2533           2533                           30.4
buf+inv                 727           1605                           5.55
flops                  1024           1024                           44.3
mux                     133            133                           2.31
other cells               0             52                              0
simple gates           2241           2241                           17.4
[path summary, 6_finish.rpt]
path,start,end,slack [ns],cells after the start
worst max-delay path,registers[2][23]$_DFFE_NN0N_,rd_data2[23],-0.40,8
worst min-delay path,registers[0][6]$_DFFE_NN0P_,registers[0][6]$_DFFE_NN0P_,0.46,1
worst max register to register,registers[23][20]$_DFFE_NN0N_,registers[23][20]$_DFFE_NN0N_,4.19,8
worst min register to register,registers[0][6]$_DFFE_NN0P_,registers[0][6]$_DFFE_NN0P_,0.46,1
max in group asynchronous,rst_n,registers[26][5]$_DFFE_NN0N_,1.79,3
min in group asynchronous,rst_n,registers[2][14]$_DFFE_NN0N_,3.92,1
[worst max-delay path, cell delays in order, from the launching register on]
cell	delay [ns]
dfrtn_1	0.35
mux2i_2	0.22
nor4_1	0.10
a31oi_1	0.24
o2111ai_2	0.19
nor3_4	0.27
a21oi_4	0.10
buf_6	0.15
buf_6	0.10
[metal layers]
metal | vias to the layer above | track usage [%] | part of all wire (%)
li1 | 26900 | - | -
met3 | 2064 | 26.3 | 16
met4 | 22 | 32.1 | 9.0
met2 | 6297 | 63.1 | 39
met5 | - | 0.929 | 0.073
met1 | 34400 | 62.0 | 37
[per-stage QoR]
step / TNS [ns] / std cells / cell area (sq um) / util (%) / hold WS (ns)
6_report: -8.42 / 10100 / 79200 / 41.5 / 0.459
4_1_cts: -6.86 / 10000 / 78000 / 40.9 / 0.460
3_3_place_gp: -574.56 / 9585 / 71000 / 37.2 / 0.457
2_1_floorplan: -1.88 / 6658 / 58000 / - / 0.432
5_1_grt: -7.69 / 10100 / 79100 / 41.4 / 0.470
3_5_place_dp: -562.36 / 9585 / 71000 / 37.2 / 0.455
[timing repair]
item,4_1_cts,5_1_grt
setup buffers,209,54
resized,505,161
endpoints found under the setup margin,159,146
hold buffers,0,0
pin swaps,265,172
[cell type report]
type | count | area [sq um]
clock inverters | 57 | 855
multi-input cells | 4907 | 32100
inverters | 18 | 67.6
diodes | 52 | 130
repair buffers | 1364 | 13800
fillers | 18400 | 112000
clock buffers | 166 | 3490
flip-flops and latches | 1024 | 25600
well taps | 2511 | 3140
Power and IR drop assume default switching activity.
